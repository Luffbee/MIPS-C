==> flow/design.v <==
module Mux2 #(parameter W=32) (
  input sl,
  input [W-1:0] in0, in1,
  output [W-1:0] out
);
assign out = sl ? in1 : in0;
endmodule
module Mux4 #(parameter W=32) (
  input [1:0] sl,
  input [W-1:0] in00, in01, in10, in11,
  output [W-1:0] out
);
wire [W-1:0] in0;
wire [W-1:0] in1;
assign in0 = sl[0] ? in01 : in00;
assign in1 = sl[0] ? in11 : in10;
assign out = sl[1] ? in1 : in0;
endmodule
module Mux8 #(parameter W=32) (
  input [2:0] sl,
  input [W-1:0] in000, in001, in010, in011,
  input [W-1:0] in100, in101, in110, in111,
  output reg [W-1:0] out
);
always @ (*)
  case (sl)
    'b000: out = in000;
    'b001: out = in001;
    'b010: out = in010;
    'b011: out = in011;
    'b100: out = in100;
    'b101: out = in101;
    'b110: out = in110;
    'b111: out = in111;
  endcase
endmodule
==> flow/run.sh <==
#!/bin/bash
# OpenROAD 26Q1-2900-gdf79404cd8, Yosys 0.63+post, stock flow scripts
make -C /OpenROAD-flow-scripts/flow DESIGN_CONFIG=/design/flow/config.mk WORK_HOME=/design/flow/orfs finish
==> flow/config.mk <==
export PLATFORM = sky130hd
export DESIGN_NAME = Mux8
export DESIGN_NICKNAME = Mux8
export VERILOG_FILES = /design/flow/design.v
export SDC_FILE = /design/flow/constraint.sdc
export NUM_CORES = 4
export LEC_CHECK = 1
export CORE_AREA = 10 10 120 120
export DIE_AREA = 0 0 130 130
==> flow/constraint.sdc <==
current_design Mux8

set clk_period 5.8
set clk_io_pct 0.2

create_clock -name clk0 -period $clk_period

set non_clock_inputs [all_inputs -no_clocks]
set_input_delay [expr $clk_period * $clk_io_pct] -clock clk0 $non_clock_inputs
set_output_delay [expr $clk_period * $clk_io_pct] -clock clk0 [all_outputs]
==> deck_impl_summary.md <==
Implementation Results

Run status
  – Status: complete, no violations

Worst setup path
  – Worst EP required: 4640 ps
  – Critical path endpoint: out[19]
  – CP max-delay cell: and3b_1
  – WP data arrival: 3550 ps
  – WP buf/inv: 3
  – Kind of critical path: input pin to primary output
  – CP Launch Point: sl[0]
  – Worst-path fanout max: 36
  – CP endpoint kind: primary output
  – Worst path depth: 6
  – Worst path top cell family by delay: buffers and inverters
  – Max stage delay on crit path: 710 ps
  – Startpoint class of the critical path: input pin
  – CP Cell Sequence: buf_2 > and3b_1 > buf_4 > a22oi_1 > a31oi_1 > clkdlybuf4s50_1

Route
  – Vias per cell: 4.940
  – # DRC: 0
  – First drt pass iteration count: 4
  – 1st-iter DRT viols: 220
  – Total number of vias: 3,517
  – Antenna viol nets, final: 0
  – Routed WL: 14,630 um
  – Number of diodes: 0
  – WL/cell: 20.55 um

Synthesis
  – Yosys Instances: 306
  – Synth warn: 1
  – Synth Cell Area: 2245 um2
  – Cell area leaders: a22oi_1, mux2_2, a21bo_2
  – Syn Area/Cell: 7.335 um2
  – Yosys top cell by instances: a22oi_1
  – Top-area cell type share of the netlist area: 17.73%
  – Synth area leader: a22oi_1
  – YS chip area: 2245 um2
  – Seq/Total Area, Yosys: 0%
  – Syn Inst Count: 306
  – Most frequent cells after synthesis: a22oi_1, nand2b_1, nor2_1
  – Synth cell types: 29

STA
  – Final min period: 4707 ps
  – RSZ-0062 raised after global routing: false
  – Final Max Tran Viols: 0
  – Rel. slew slack: 49.69%
  – Final hold slack: 3239 ps
  – Max Clk Rate: 212.4 MHz
  – Final Hold Fails: 0
  – Worst Tran Pin Value: 754.7 ps
  – Total Neg Setup Slack: 0 ps
  – Count of final setup violators: 0
  – Tcrit/Tclk final: 81.16%

Finish
  – Storage cell area: 0 um2
  – Layout cell share with drive strength beyond 1: 12.21%
  – Multi-input logic area: 2011 um2
  – Number of clock buffers in the layout: 0
  – Util after Layout: 43.41%
  – Fill count: 1,218
  – Flip-flops: 0
  – Area growth syn-to-layout: 130.4%
  – Final cell count without fillers: 712

Place
  – Detailed placement HPWL: 12,040 um
  – PortBufs: 291
  – Dpl cells: 712
  – RD Place Congestion: 0.8472

Floorplanning
  – Core region area: 11,910 um2
  – Chip area: 16,900 um2
  – Initial Util: 18.84%
  – Die Height: 130 um
  – Chip Width: 130 um
  – Cell row count: 40
  – Io pins: 291

Flow run
  – MaxCap Viol Count: 0
  – Tool warnings: 32

Power
  – Pwr dens: 72.18 nW/um2
  – Peak supply drop: 26.68 uV
  – Overall power: 0.3732 mW
  – Leak pwr: 1.850 nW

GRT
  – Largest net degree at the start of global routing: 69
  – First-pass GRT wire length: 21,090 um
  – Vias in the first global route: 3,711
  – Initial antenna violation count: 0
  – GRT Total Usage: 15.95%
  – Global route overflow: 0

Clock network
  – Setup Fix Bufs, Post-CTS: 0
  – Number of hold buffers added after cts: 0
  – Post-cts resize count: 0

Worst hold path
  – Min-Delay Path Class: input pin to primary output
## through the flow
stage / instance area [um2] / worst slack [ps]
after floorplan: 2245 / 2540
after global placement: 5171 / 1139
after detailed placement: 5171 / 1034
after CTS: 5171 / 1041
after global routing: 5171 / 920.6
final: 5171 / 1093
## power breakdown
| group | internal [mW] | switching [mW] | leakage [nW] | total [mW] |
|---|---|---|---|---|
| logic | 0.267 | 0.107 | 1.85 | 0.373 |
| registers | 0 | 0 | 0 | 0 |
| clock network | 0 | 0 | 0 | 0 |
| total | 0.267 | 0.107 | 1.85 | 0.373 |
## logic make-up (layout without fill, tap and decap cells)
| kind of cell | after synthesis | in the layout | share of synthesized area, % |
|---|---|---|---|
| compound gates | 145 | 145 | 49.94 |
| buf+inv | 42 | 301 | 10.76 |
| mux | 37 | 37 | 19.73 |
| simple gates | 82 | 82 | 19.57 |
## placed cells by master (no fill, tap or decap), drive strengths merged, types with 6 or more instances in the layout
master	count
mux2i	6
a31oi	27
o211ai	25
nand2	11
a21bo	25
nor2	30
nand2b	32
mux2	28
a22oi	53
buf	10
clkdlybuf4s50	288
## worst min path at each step
stage         start      end  slack [ps]  depth (start not counted)
4_1_cts       sl[2]   out[8]        3260                          4
5_1_grt   in000[18]  out[18]        3290                          4
6_report      sl[2]   out[8]        3240                          4
## layout make-up
cell class	instances	share of cell area, %
inverter	3	0.2178
timing repair buffer	298	57.34
tap	147	3.557
multi-input combinational	264	38.88
## layer usage
layer	vias to the layer above	track usage, %	routed length, um
li1	1720	-	-
met1	1603	17.79	5464
met2	186	29.44	7383
met3	8	5.720	1661
met4	0	1.257	123
met5	-	0	0
Power figures rest on the tool's default switching activity, not on a simulated workload.
