==> flow/design.v <==
module RF2r1w(
  r_id1, r_id2, w_id, cp, w,
  r_data1, r_data2, w_data
);
parameter M = 5;
parameter W = 32;
input cp, w;
input [M-1:0] r_id1, r_id2, w_id;
input [W-1:0] w_data;
output [W-1:0] r_data1, r_data2;
reg [W-1:0] data[0:(1<<M)-1];
reg [M:0] i;
initial begin
  for (i = 0; i < (1<<M); i = i+1) data[i] = 0;
end
assign r_data1 = data[r_id1];
assign r_data2 = data[r_id2];
always @ (posedge cp)
  if (w) data[w_id] <= w_data;
endmodule
==> flow/run.sh <==
#!/bin/bash
# OpenROAD 26Q1-2900-gdf79404cd8, Yosys 0.63+post, stock flow scripts
make -C /OpenROAD-flow-scripts/flow DESIGN_CONFIG=/design/flow/config.mk WORK_HOME=/design/flow/orfs finish
==> flow/config.mk <==
export PLATFORM = sky130hd
export DESIGN_NAME = RF2r1w
export DESIGN_NICKNAME = RF2r1w
export VERILOG_FILES = /design/flow/design.v
export SDC_FILE = /design/flow/constraint.sdc
export NUM_CORES = 4
export LEC_CHECK = 1
export CORE_UTILIZATION = 40
==> flow/constraint.sdc <==
current_design RF2r1w

set clk_period 8.5
set clk_io_pct 0.2

create_clock -name clk0 -period $clk_period [get_ports {cp}]

set non_clock_inputs [all_inputs -no_clocks]
set_input_delay [expr $clk_period * $clk_io_pct] -clock clk0 $non_clock_inputs
set_output_delay [expr $clk_period * $clk_io_pct] -clock clk0 [all_outputs]
==> results_dict.tcl <==
# implementation run metrics
set metrics [dict create \
    p_leak_nw 20.2 \
    vias 30994 \
    cts.sinks 1024 \
    chipHeight_um 351 \
    drtIter0Drc 2015 \
    regMostFlops "data" \
    syn2layout_area_growth_pct 13.3 \
    antenna_left 0 \
    clk_pin_slew_worst_paths_ns 0.06 \
    drt_wl_total_um 155000 \
    overflow 0 \
    worst_slew_pin_slew_ns 0.909 \
    start_kind "input port" \
    antenna_found_initial 9 \
    avgSynthCellArea_sq_um 14.4 \
    placedCellCount 4991 \
    grt_max_degree 93 \
    fin_util_pct 45.9 \
    reg.largest.list "data: 1024 flops" \
    remaining_drc_errors 0 \
    placement_rows 127 \
    vdd_drop_max_v 0.000174 \
    vias_per_cell 5.97 \
    path_max_fanout 20 \
    root_buffer "clkbuf_16" \
    hold-worst-slack_ns 1.84 \
    status "finished, final reports clean" \
    worst_path_most_repeated_cell "clkdlybuf4s50_1" \
    cap_violations 0 \
    cp_data_arrival_time_ns 4.76 \
    min_period_over_period_pct 76.0 \
    largest_register_ffs 1024 \
    ys_seq_share_pct 63.0 \
    fin_crit_ns 6.46 \
    finalNonFillerCells 5188 \
    postCtsSetupRepairBufs 0 \
    cp_slowest_cell "nand2b_2" \
    grt_pass1_wl_um 219000 \
    required_ns 6.80 \
    portBuffers 112 \
    worstHoldEndpoint "data[29][16]$_DFFE_PP_" \
    rsz0062_at_grt "false" \
    holdPathStages 2 \
    cp-end-kind "output port" \
    max_stage_delay_ns 0.75 \
    die_w_um 351 \
    yosys_warnings 1 \
    cts_htree_levels 3 \
    register_area_sq_um 30700 \
    ys_area_sq_um 48800 \
    final_cell_mix "1024 x mux2i_1, 1024 x edfxtp_1, 194 x nand3_1, 193 x nand2_1" \
    die_area_sq_um 123000 \
    cts_made_buffers 106 \
    fmax_mhz 155 \
    grt_usage_pct 26.9 \
    yosys-stat-cells 3386 \
    setup-violations-final 0 \
    num-fill-cells 10570 \
    ys_ff 1024 \
    synth.distinct_cells 23 \
    total_power_mw 11.3 \
    startpoint "r_id1[3]" \
    pin_count 113 \
    worstHoldStart "w_data[16]" \
    powerDensity_nw_per_um2 204 \
    fp-utilization_pct 40.5 \
    place_congestion 0.878 \
    drt_first_pass_iters 7 \
    hpwl_um 84300 \
    tritoncts "yes" \
    cts_hold_buf 0 \
    slew_viol_final 0 \
    postCtsResizedCells 0 \
    cts.path.max_buffers 3 \
    syn_inst 3386 \
    setup_tns_ns 0 \
    hold_viol_final 0 \
    drive_gt1_share_pct 9.32 \
    logic_area_sq_um 16800 \
    wl_per_cell_um 29.8 \
    slew_headroom_pct 39.4 \
    grt_pass1_vias 31777 \
    netlist_area_sq_um 48800 \
    min_path_type "input port to flop" \
    path_class "input port to output port" \
    core_area_sq_um 120000 \
    warnings 26 \
    crit_chain "clkdlybuf4s50_1 -> nand2b_2 -> buf_4 -> a21oi_1 -> a31oi_1 -> nand3_1 -> clkdlybuf4s50_1" \
]
==> metal layers <==
| metal | part of all wire, % | track usage (%) |
|---|---|---|
| met1 | 36 | 34.1 |
| met2 | 46 | 39.5 |
| met3 | 15 | 16.5 |
| met4 | 3.8 | 8.07 |
| met5 | 0.080 | 0.549 |
==> per-stage QoR <==
stage	cell area [sq um]	setup slack [ns]
finish	55300	2.04
global placement	51900	2.12
floorplan	48800	4.04
CTS	55300	2.09
global route	55300	1.90
detailed placement	51900	2.09
==> cell families (layout without fill, tap and decap cells) <==
| logic type | Yosys count | in the layout | share of synthesized area (%) |
|---|---|---|---|
| DFF | 1024 | 1024 | 63.0 |
| muxes | 1024 | 1024 | 21.0 |
| buffers and inverters | 253 | 440 | 3.21 |
| and+or+nand+nor | 509 | 509 | 4.71 |
| other | 0 | 3 | 0 |
| AOI/OAI and AO/OA | 576 | 576 | 8.04 |
==> worst max path at each step <==
stage	cells past startpoint	endpoint
4_1_cts	8	r_data2[7]
5_1_grt	7	r_data1[2]
6_report	7	r_data1[2]
==> area by class of cell <==
class	instances	share of cell area, %
Multi-Input combinational cell	2109	30.3
Sequential cell	1024	55.6
Antenna cell	3	0.0136
Timing Repair Buffer	246	4.25
Clock buffer	129	5.07
Clock inverter	65	1.07
Tap cell	1612	3.65
==> power breakdown <==
group          switching, mW  internal [mW]  total, mW  leakage (nW)
logic                  0.645          0.392       1.04          9.31
clock network           1.93           2.66       4.59          1.66
registers             0.0236           5.62       5.64          9.22
total                   2.60           8.67       11.3          20.2
==> synthesized netlist by cell type (all sizes together) <==
cell type / instances / area (sq um)
nand3b: 5 / 37.5
nor2b: 4 / 25.0
clkbuf: 90 / 353
or2: 2 / 12.5
a31oi: 64 / 400
or3b: 3 / 26.3
edfxtp: 1024 / 30700
buf: 163 / 1210
nand2: 195 / 732
or3: 1 / 6.26
mux2i: 1024 / 10200
nor3: 64 / 320
a21oi: 192 / 961
a22o: 128 / 1120
a22oi: 192 / 1440
nand3: 194 / 971
nor2: 35 / 131
and2: 2 / 12.5
nand2b: 4 / 25.0
==> worst max-delay path, delay by kind of cell <==
kind / cells / cell delay, ns
simple gates: 2 / 1.09
compound gates: 2 / 0.28
buf+inv: 3 / 1.66
Power and IR drop assume default switching activity.
