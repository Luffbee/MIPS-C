[./config.mk]
export PLATFORM = sky130hd
export DESIGN_NAME = MCU
export DESIGN_NICKNAME = MCU
export VERILOG_FILES = /design/flow/design.v
export SDC_FILE = /design/flow/constraint.sdc
export NUM_CORES = 4
export LEC_CHECK = 1
export CORE_AREA = 10 10 70 70
export DIE_AREA = 0 0 80 80
[./constraint.sdc]
current_design MCU

set clk_period 3.7
set clk_io_pct 0.2

create_clock -name clk0 -period $clk_period

set non_clock_inputs [all_inputs -no_clocks]
set_input_delay [expr $clk_period * $clk_io_pct] -clock clk0 $non_clock_inputs
set_output_delay [expr $clk_period * $clk_io_pct] -clock clk0 [all_outputs]
[./design.v]
module MCU(
  Jump, JumpType, MemRd, MemWr, RegDst, RegSrc, RegWr,
  HLSrc, HiWr, LoWr, HiRd, CP0Rd, CP0Wr, ALUSrcA, ALUSrcB,
  BranchType, Syscall, Break, UnsigImm,
  clk, inst, exception
);
parameter HALF_PERIOD = 50;
input [31:0] inst;
input exception;
output  MemWr;
output reg Jump, MemRd, RegWr, Syscall, ALUSrcA, UnsigImm;
output reg HLSrc, HiWr, LoWr, HiRd, CP0Rd, CP0Wr, Break;
output reg [1:0] ALUSrcB, RegDst, RegSrc, JumpType;
output reg [2:0] BranchType;
reg unkown_inst;
output reg clk;
reg mem_wr;
initial clk = 0;
always #HALF_PERIOD clk = ~clk;
wire [5:0] op, funct;
assign op = inst[31:26];
assign funct = inst[5:0];
wire [4:0] rs, rt;
assign rs = inst[25:21];
assign rt = inst[20:16];
always @ (exception) begin
  if (exception) begin
    {
      mem_wr, RegWr, HiWr, LoWr, CP0Wr
    } = 0;
    Jump = 1;
    JumpType = 'b10;
  end
end
assign MemWr = mem_wr & (~clk);
always @ (inst) begin
  {
    Syscall, Break, Jump, JumpType, MemRd, mem_wr, RegDst,
    RegSrc, RegWr, HLSrc, HiWr, LoWr, HiRd, UnsigImm,
    CP0Rd, CP0Wr, ALUSrcA, ALUSrcB, BranchType,
    unkown_inst
  } = 0;
  if (op == 0) begin
    if ((4 <= funct && funct <= 7) || (32 <= funct && funct <= 43)) begin  
      case (funct)
        5, 40, 41: unkown_inst = 1;
        default: RegWr = 1;
      endcase
    end else if (funct <= 3) begin  
      if (funct == 1) begin
        unkown_inst = 1;
      end else begin
        RegWr = 1;
        ALUSrcA = 1;
      end
    end else if (24 <= funct && funct <= 27) begin  
      HiWr = 1;
      LoWr = 1;
    end else if (funct == 12) begin  
      Syscall = 1;
    end else if (funct == 13) begin  
      Break = 1;
    end else if (funct == 16 || funct == 18) begin  
      RegSrc = 'b01;
      RegWr = 1;
      HiRd = funct == 16;
    end else if (funct == 17 || funct == 19) begin  
      HLSrc = 1;
      HiWr = funct == 17;
      LoWr = funct == 19;
    end else if (funct == 9) begin  
      Jump = 1;
      JumpType = 'b01;
      RegSrc = 'b11;
      RegWr = 1;
    end else if (funct == 8) begin  
      Jump = 1;
      JumpType = 'b01;
    end else unkown_inst = 1;
  end else if (op == 1) begin
    if (rt == 0 || rt == 1) begin  
      BranchType = {2'b01, rt[0]};  
      ALUSrcB = 'b11;
    end else unkown_inst = 1;
  end else if (op == 2) begin  
    Jump = 1;
  end else if (op == 3) begin  
    Jump = 1;
    RegDst = 'b11;
    RegSrc = 'b11;
    RegWr =1;
  end else if (op <= 7) begin  
    BranchType = {op[2:0]};
    ALUSrcB = op[1] ? 'b11 : 'b00;
  end else if (op <= 14) begin  
    RegDst = 'b01;
    RegWr = 1;
    ALUSrcB = 'b01;
    UnsigImm = op[2];
  end else if (op == 15) begin  
    RegDst = 'b01;
    RegWr = 1;
    ALUSrcB = 'b10;
  end else if (op == 16) begin  
    case (rs)
      0:  
        begin
          RegDst = 'b01;
          RegSrc = 'b01;
          RegWr = 1;
          CP0Rd = 1;
        end
      4:  
        begin
          CP0Wr = 1;
        end
      16:  
        if (funct == 24) begin
          Jump = 1;
          JumpType = 'b11;
        end else unkown_inst = 1;
      default unkown_inst = 1;
    endcase
  end else if (32 <= op && op <= 37) begin  
    if (op == 34) unkown_inst = 1;
    else begin
      RegDst = 'b01;
      RegSrc = 'b10;
      RegWr = 1;
      MemRd = 1;
      ALUSrcB = 'b01;
    end
  end else if (40 <= op && op <= 43) begin
    if (op == 42) unkown_inst = 1;
    else begin
      mem_wr = 1;
      ALUSrcB = 'b01;
    end
  end else unkown_inst = 1;
end
endmodule
[./run.sh]
#!/bin/bash
# OpenROAD 26Q1-2900-gdf79404cd8, Yosys 0.63+post, stock flow scripts
make -C /OpenROAD-flow-scripts/flow DESIGN_CONFIG=/design/flow/config.mk WORK_HOME=/design/flow/orfs finish
==> results.txt <==
status = finished, final reports clean
pre-placement core utilization = 14.5%
Top delay family on crit path = buffers and inverters
Post-DRT Antenna Nets = 0
Post-Syn Area per Cell = 6.80 um2
warnings from Yosys = 16
Cell Pwr Density = 72.2 mW/mm2
DRC violation count after routing = 0
post-CTS sizing = 0
register area share after synthesis = 0%
synthesized chip area reported by yosys = 497 um2
Worst Setup Start Kind = primary input
synthesized cell area = 497 um2
Routed WL = 1.94 mm
number of antenna violations at the first check in global routing = 0
cell depth of the worst min-delay path = 4
Filler cells = 382
synth-to-layout area growth = 82.9%
total congestion overflow after global routing = 0
highest metal layer with signal wires = met3
yosys cell count = 73
Die Span X = 80 um
crit-path max FO = 11
normalized max-slew margin = 66.2%
fraction of the cycle the final worst path needs = 92.8%
count of hold buffers inserted by post-cts repair = 0
overall die height = 80 um
leakage power of the design = 0.322 nW
Setup Fix Bufs, Post-CTS = 0
number of top-level design ports = 59
kind of capture point of the worst setup path = output port
Avg Vias per Cell = 4.05
total met3 wirelength after detailed routing = 222 um
CP Data Required Time = 2960 ps
TritonRoute pass-1 iters = 4
unique cell type count in the Yosys netlist = 34
most common cell in the synthesized netlist = sky130_fd_sc_hd__buf_4
aggregate negative setup slack = 0 ps
number of warning messages in the logs = 43
Yosys top cell by area = sky130_fd_sc_hd__buf_4
final critical delay including setup and external delays = 3430 ps
CORE AREA = 0.00342 mm2
Max Freq = 291 MHz
count of inserted antenna diode cells = 0
sum of buffers and inverters on the critical path = 2
start-to-end type of the worst setup path = primary input to output port
DRT iter0 DRCs = 46
worst hold endpoint = BranchType[0]
Hold Fails Final Rpt = 0
hold path startpoint = inst[16]
arrival time of the worst setup path = 2690 ps
global placer's final weighted congestion = 0.741
length of routed wiring on met1 = 856 um
number of clock-tree buffers in the layout = 0
gr usage total = 5.52%
cell type with the highest occurrence count on the critical path = sky130_fd_sc_hd__clkdlybuf4s50_1
Seq cells = 0
half-perimeter wire length after detailed placement = 1.67 mm
Final setup viols = 0
number of cells produced by synthesis = 73
final worst setup slack = 265 ps
Dominant cell area share = 13.6%
reported max-cap violation count = 0
top cell types by occurrence after synthesis = sky130_fd_sc_hd__buf_4 (9), sky130_fd_sc_hd__inv_1 (5), sky130_fd_sc_hd__nand2_1 (5), sky130_fd_sc_hd__nand3_1 (5), sky130_fd_sc_hd__nor2_1 (5)
ranking of synthesized cells by area = sky130_fd_sc_hd__buf_4 (14%), sky130_fd_sc_hd__nor4bb_1 (6.0%), sky130_fd_sc_hd__nand3b_1 (6.0%)
worst slew pin tran = 503 ps
peak supply drop = 23.5 uV
fraction of final layout cells with drive strength greater than 1 = 9.17%
Worst path slowest cell = sky130_fd_sc_hd__clkdlybuf4s50_1
total die size = 0.00640 mm2
Worst Setup Slack post-DPL = 266 ps
average routed wire per standard cell = 12.5 um
path category of the worst min-delay check = primary input to output port
number of port buffers = 39
vias in the first global route = 583
global-route wire length before repair = 2.95 mm
row count = 21
RSZ-0062 raised after global routing = no
total length of routed met2 wires = 864 um
maximum single-stage delay on the critical path = 600 ps
via count = 627
sequential cell area = 0 um2
worst slack on hold paths = 2450 ps
max-slew violations = 0
crit path cell chain = clkdlybuf4s50_1 > nor4_2 > nand2_2 > nor4bb_1 > clkdlybuf4s50_1
pin count of the biggest net entering global routing = 14
[final cells by class]
type	count	area, um2	area share, %
well taps	46	57.6	6.34
multi-input cells	62	419	46.1
repair buffers	42	413	45.5
inverters	5	18.8	2.07
[power by group]
group	leakage [nW]	total (W)	internal, W	switching, W
clock network	0	0	0	0
logic	0.322	0.0000656	0.0000400	0.0000255
registers	0	0	0	0
total	0.322	0.0000656	0.0000400	0.0000255
[layer usage]
layer | up-vias | global-route usage, %
met5 | - | 0
li1 | 326 | -
met3 | 0 | 2.27
met2 | 29 | 8.67
met4 | 0 | 0
met1 | 272 | 7.32
[logic make-up after synthesis]
logic type	Yosys count	share of synthesized area, %
compound gates	13	20.2
buf+inv	18	20.9
other cells	2	1.51
simple gates	40	57.4
[stage by stage]
| stage | power (W) | cell area [um2] | cells | util [%] |
|---|---|---|---|---|
| final | 0.0000656 | 908 | 155 | 26.6 |
| after global routing | 0.0000719 | 908 | 155 | 26.6 |
| after CTS | 0.0000663 | 908 | 155 | 26.6 |
| after detailed placement | 0.0000660 | 908 | 155 | 26.6 |
| after global placement | 0.0000657 | 908 | 155 | 26.6 |
| after floorplan | 0.0000294 | 523 | 80 | - |
[cell usage in the layout, fill, tap and decap left out]
| master | n |
|---|---|
| sky130_fd_sc_hd__o32ai_1 | 1 |
| sky130_fd_sc_hd__a211oi_1 | 1 |
| sky130_fd_sc_hd__nor4_4 | 1 |
| sky130_fd_sc_hd__a21boi_1 | 1 |
| sky130_fd_sc_hd__a2111oi_1 | 1 |
| sky130_fd_sc_hd__nand2b_1 | 2 |
| sky130_fd_sc_hd__a32oi_1 | 1 |
| sky130_fd_sc_hd__or2_2 | 1 |
| sky130_fd_sc_hd__nand3_1 | 5 |
| sky130_fd_sc_hd__nor2_1 | 5 |
| sky130_fd_sc_hd__inv_1 | 5 |
| sky130_fd_sc_hd__buf_4 | 3 |
| sky130_fd_sc_hd__nor4bb_1 | 3 |
| sky130_fd_sc_hd__a21oi_1 | 2 |
| sky130_fd_sc_hd__nor4b_4 | 1 |
| sky130_fd_sc_hd__a21o_1 | 1 |
| sky130_fd_sc_hd__nor4b_1 | 3 |
| sky130_fd_sc_hd__a21bo_2 | 1 |
| sky130_fd_sc_hd__nor3b_1 | 2 |
| sky130_fd_sc_hd__and3b_2 | 1 |
| sky130_fd_sc_hd__o211ai_1 | 2 |
| sky130_fd_sc_hd__clkdlybuf4s50_1 | 39 |
| sky130_fd_sc_hd__nand2_1 | 5 |
| sky130_fd_sc_hd__nor4_1 | 1 |
| sky130_fd_sc_hd__nand2_2 | 1 |
| sky130_fd_sc_hd__nand3b_1 | 4 |
| sky130_fd_sc_hd__a311oi_1 | 1 |
| sky130_fd_sc_hd__nor3_1 | 2 |
| sky130_fd_sc_hd__and2_1 | 1 |
| sky130_fd_sc_hd__nor4_2 | 1 |
| sky130_fd_sc_hd__conb_1 | 9 |
| sky130_fd_sc_hd__a31oi_1 | 1 |
| sky130_fd_sc_hd__nor2b_1 | 1 |
[worst max-delay path by stage]
stage / cells past startpoint / start / to
final: 5 / inst[31] / HiRd
after global routing: 5 / inst[31] / Syscall
after CTS: 5 / inst[31] / HLSrc
Power is estimated from default activity; no workload was simulated.
